**/design/flow/run.sh**
```bash
#!/bin/bash
# OpenROAD 26Q1-2900-gdf79404cd8, Yosys 0.63+post, stock flow scripts
make -C /OpenROAD-flow-scripts/flow DESIGN_CONFIG=/design/flow/config.mk WORK_HOME=/design/flow/orfs finish
```
**/design/flow/config.mk**
```make
export PLATFORM = sky130hd
export DESIGN_NAME = bitCounter
export DESIGN_NICKNAME = bitCounter
export VERILOG_FILES = /design/flow/design.v
export SDC_FILE = /design/flow/constraint.sdc
export NUM_CORES = 4
export LEC_CHECK = 1
export CORE_AREA = 10 10 82 82
export DIE_AREA = 0 0 92 92
```
**/design/flow/constraint.sdc**
```tcl
current_design bitCounter

set clk_period 3.7
set clk_io_pct 0.2

create_clock -name clk0 -period $clk_period [get_ports {clk}]

set non_clock_inputs [all_inputs -no_clocks]
set_input_delay [expr $clk_period * $clk_io_pct] -clock clk0 $non_clock_inputs
set_output_delay [expr $clk_period * $clk_io_pct] -clock clk0 [all_outputs]
```
**/design/flow/design.v**
```verilog
`timescale 1ns / 1ps
module ClockDivider(
	input clk,
	output reg newclk
	);
	reg [20:0] temp_counter =21'b0;
	always @(posedge clk) begin
		temp_counter <= temp_counter + 20'd1;
		newclk = temp_counter[19];
	end
endmodule
`timescale 1ns / 1ps
module bitCounter(
input clk,
input rstn,
output reg [3:0] count
    );
	 wire newclk;
	 initial count = 0;
	ClockDivider cd(.clk(clk), .newclk(newclk));
	 always@ (posedge(newclk), posedge(rstn))
		begin
		 if (rstn) count <= 4'b0000;
		 else if (count == 4'b1111) count <= 4'b0000;
		 else count <= count + 1;
		end
endmodule
```
==> highlights.md <==
- 21 x sky130_fd_sc_hd__dfxtp_1, 12 x sky130_fd_sc_hd__xor2_1, 8 x sky130_fd_sc_hd__nand2_1 — most numerous cell types in the synthesized netlist
- 92 um — die extent in x
- 0 ns — Post-Route Setup TNS
- 25 — OpenROAD warnings
- 3.38% — Total GRT Usage
- 0 — post-cts gate resize count
- 2 — tally of yosys warning messages
- 8.16% — layout cell share with drive strength beyond 1
- 4 — count of unclocked register or latch pins
- 0 — drt drc
- 53 — Detailed Route Iter0 Violations
- 0 — global route overflow
- 22 — number of library cell types mapped by synthesis
- 164 — number of placed cells counting well taps
- 26 — Core Rows
- 0.00846 mm^2 — DIE AREA
- 89 — Yosys Instances
- 54.5% — portion of the post-synthesis area used by sequential elements
- 12 — maximum number of pins on one net before global-route repair
- 1 — number of H-tree levels
- nand3_2 > nor4_4 > and4_1 > xor2_1 — chain of cells forming the critical path
- 1.44 ns — Final min period
- 168 — count of non-filler cells in the finished layout
- no — RSZ-0062 raised after global routing
- 0 — setup bufs post-CTS
- sky130_fd_sc_hd__dfxtp_1 — Synth top cell by count
- 1.63 ns — data arrival time at the worst-slack endpoint
- 7.92 um — post-detailed-route wirelength per cell
- 5 — number of buffers added on ports
- 0.00507 mm^2 — CORE AREA
- 19.1% — Area Growth Syn to Fin
- completed — outcome
- 38.9% — fin crit share
- 89 — Synth Instances
- sky130_fd_sc_hd__dfxtp_1 — Primary FF master, synth
- 0.07 ns — clock-pin transition on the worst setup and hold timing paths
- 0 — number of inserted diodes
- 8 — number of unconstrained endpoints
- 956 um^2 — post-synthesis cell area
- 6 — num ports
- 0 — number of setup violations in the final report
- 587 — via count of the first global-routing pass
- 92 um — height of the die
- flop to flop — HP Class
- sky130_fd_sc_hd__dfxtp_1 44%, sky130_fd_sc_hd__xor2_1 11%, sky130_fd_sc_hd__dfrtp_1 10% — biggest area contributors in the synthesized netlist
- 6 — highest fanout seen on the critical path
- 0 — hold violation total from the final report
- flop to flop — kind of critical path
- 0.25 ns — clock latency on the worst-skew pair
- 0 — CP Buf/Inv Count
- 44.0% — Top cell area share
- sky130_fd_sc_hd__clkbuf_8 — Clk Tree Root Cell
- 0 — number of violations of the max-capacitance limit
- flop — CP endpoint kind
- flop — nature of the critical path startpoint
- 0.302 ns — worst slew pin tran
- 991 um — Detail Placement HPWL
- 956 um^2 — synthesis area per yosys
- done — CTS tree
- 25 — flops out of synthesis
- 2480 um — global-route wire length before repair
- 0.705 — global placer's final weighted congestion
- 79.7% — Slew headroom
- 3 — number of CTS-inserted buffers
- 1330 um — DRT Wirelength
- 3.89 ns — required time worst endpoint
- sky130_fd_sc_hd__dfxtp_1 — cell type contributing the most total cell area after synthesis
- 568 — # fillers
- 18.8% — initial core utilization
- 0.40 ns — Critical Path Max Stage Delay
- 0 — EDFF count, synth
- 3.54 — post-DR vias/cell
- 0.473 nW — static leakage power
- 0.236 mV — highest ir drop seen on vdd
- 16.0% — share of flip-flops with an asynchronous set or reset
- 2 — length of the first detailed-routing pass in iterations
- 695 MHz — timing-limited maximum frequency
- 0.00127 ns — clk_skew
- sky130_fd_sc_hd__dfxtp_1 — CP max-delay cell
- 0 — # hold bufs at CTS
- 2 — largest buffer count on any clock path
- 595 — via total after detailed routing
- simple AND/OR/NAND/NOR gates — gate family responsible for the most delay along the worst path
- 328 mW/mm^2 — Pwr Density
- 0 — number of antenna violations at the first check in global routing
- 0 — Final Max Slew Viols
- 0 — count of antenna-violating nets left after detailed routing
- 10.7 um^2 — synthesized area divided by synthesized cell count
[metal layers]
metal	part of all wire, %	GRT usage (%)	routed length (um)
met4	0.68	0.386	9
met3	8.1	1.57	108
met5	0	0	0
met2	39	5.29	518
met1	52	4.32	694
[placed cells by master (no fill, tap or decap), types with 2 or more instances in the layout]
cell type                         count
sky130_fd_sc_hd__clkbuf_8             3
sky130_fd_sc_hd__ha_1                 2
sky130_fd_sc_hd__and4_1               3
sky130_fd_sc_hd__dfxtp_1             21
sky130_fd_sc_hd__nand4_1              2
sky130_fd_sc_hd__nor3_1               3
sky130_fd_sc_hd__xor2_1              12
sky130_fd_sc_hd__nand2_1              8
sky130_fd_sc_hd__nor2_1               6
sky130_fd_sc_hd__dfrtp_1              4
sky130_fd_sc_hd__inv_1                6
sky130_fd_sc_hd__clkdlybuf4s50_1      5
sky130_fd_sc_hd__nand3_1              4
sky130_fd_sc_hd__xnor2_1              7
sky130_fd_sc_hd__o21ai_0              2
[metrics by stage]
step / setup WS [ns] / area (um^2) / total power (W) / hold slack (ns) / util (%)
floorplan: 2.41 / 956 / 0.000232 / 0.349 / -
global placement: 2.26 / 1090 / 0.000233 / 0.356 / 21.5
detailed placement: 2.28 / 1090 / 0.000233 / 0.359 / 21.5
CTS: 2.25 / 1140 / 0.000381 / 0.370 / 22.4
global route: 2.13 / 1140 / 0.000395 / 0.386 / 22.4
finish: 2.26 / 1140 / 0.000373 / 0.367 / 22.4
[cells by family after synthesis]
kind of cell	after synthesis	synth area share [%]
AOI/OAI and AO/OA	4	2.23
xor gates and xnor gates	19	17.4
adders and majority gates	2	2.62
buffers and inverters	6	2.36
DFF	25	54.5
and+or+nand+nor	33	20.9
[cell type report]
class                           count  area (um^2)  share of cell area [%]
Sequential cell                    25          520                    45.7
Multi-Input combinational cell     58          413                    36.3
Inverter                            6         22.5                    1.98
Tap cell                           70         87.6                    7.69
Timing Repair Buffer                5         50.0                    4.40
Clock buffer                        4         45.0                    3.96
[registers in the layout, indices dropped and copies added (netlist names)]
register         count
count                4
cd.temp_counter     20
cd.newclk            1
[worst paths after layout]
path                            cells after the start                  end  slack (ns)           startpoint
worst max register to register                      4  cd.temp_counter[19]        2.26   cd.temp_counter[2]
worst max-delay path                                4  cd.temp_counter[19]        2.26   cd.temp_counter[2]
worst min-delay path                                0            cd.newclk        0.37  cd.temp_counter[19]
worst min register to register                      0            cd.newclk        0.37  cd.temp_counter[19]
[worst register-to-register path: stages, from the launching register on]
cell,delay [ns]
sky130_fd_sc_hd__dfxtp_1,0.40
sky130_fd_sc_hd__nand3_2,0.20
sky130_fd_sc_hd__nor4_4,0.40
sky130_fd_sc_hd__and4_1,0.25
sky130_fd_sc_hd__xor2_1,0.13
[report_power, final]
part	switching, W	internal [W]	total [W]
clock	0.0000689	0.0000765	0.000145
sequential	0	0.000226	0.000226
combinational	0.000000957	0.000000986	0.00000194
Power figures rest on the tool's default switching activity, not on a simulated workload.
