**config.mk**
```make
export PLATFORM = sky130hd
export DESIGN_NAME = CounterCLA
export DESIGN_NICKNAME = CounterCLA
export VERILOG_FILES = /design/flow/design.v
export SDC_FILE = /design/flow/constraint.sdc
export NUM_CORES = 4
export LEC_CHECK = 1
export CORE_AREA = 10 10 80 80
export DIE_AREA = 0 0 90 90
```
**design.v**
```verilog
`timescale 1ns / 1ps
module AddbyOne(
	input [3:0] count, output [3:0] out
    );
	 wire [3:0] P;
	 wire [3:0] C;
	 assign P = count;
	 assign C[0] = 1'b1;
	 assign C[1] = P[0];
	 assign C[2] = P[1] & P[0] & C[0];
	 assign C[3] = P[2] & P[1] & P[0] & C[0];
	 assign out = P^C;
endmodule
`timescale 1ns / 1ps
module ClockDivider(
	input clk,
	output reg newclk
	);
	reg [20:0] temp_counter =21'b0;
	always @(posedge clk) begin
		temp_counter <= temp_counter + 20'd1;
		newclk = temp_counter[19];
	end
endmodule
`timescale 1ns / 1ps
module CounterCLA(
input clk,
input rstn,
output [3:0] count
    );
	wire newclk;
	wire [3:0] Q, Qbar, temp_out;
	ClockDivider cd(.clk(clk), .newclk(newclk));
	DFF dff1(.d(temp_out[0]), .clk(newclk), .rstn(rstn), .q(Q[0]), .qbar(Qbar[0]));
	DFF dff2(.d(temp_out[1]), .clk(newclk), .rstn(rstn), .q(Q[1]), .qbar(Qbar[1]));
	DFF dff3(.d(temp_out[2]), .clk(newclk), .rstn(rstn), .q(Q[2]), .qbar(Qbar[2]));
	DFF dff4(.d(temp_out[3]), .clk(newclk), .rstn(rstn), .q(Q[3]), .qbar(Qbar[3]));
	assign count = Q;
	AddbyOne ad1(count,temp_out);
endmodule
`timescale 1ns / 1ps
module DFF(d,clk,rstn,q,qbar); 
	input d, clk, rstn; 
	output reg q, qbar; 
	always @(posedge clk) 
	begin
		if(rstn== 1)begin
			q <= 0;
			qbar <= 1;
			end
		else begin
			q <= d; 
			qbar <= ~d;
end			
	end 
endmodule
```
**constraint.sdc**
```tcl
current_design CounterCLA

set clk_period 3.0
set clk_io_pct 0.2

create_clock -name clk0 -period $clk_period [get_ports {clk}]

set non_clock_inputs [all_inputs -no_clocks]
set_input_delay [expr $clk_period * $clk_io_pct] -clock clk0 $non_clock_inputs
set_output_delay [expr $clk_period * $clk_io_pct] -clock clk0 [all_outputs]
```
**run.sh**
```bash
#!/bin/bash
# OpenROAD 26Q1-2900-gdf79404cd8, Yosys 0.63+post, stock flow scripts
make -C /OpenROAD-flow-scripts/flow DESIGN_CONFIG=/design/flow/config.mk WORK_HOME=/design/flow/orfs finish
```
==> impl_metrics.py <==
# Metrics from the implementation run
metrics = {
    "outcome": {
        "status": "complete, no violations",
    },
    "yosys": {
        "yosys_warnings": 2,
        "synth.distinct_cells": 18,
        "postSynthSeqShare_pct": 52.0,
        "syn_area_um2": 962,
        "synth-async-reset-ratio_pct": 0,
        "synth_area_per_cell_um2": 11.1,
        "ys.flop_type": "dfxtp_1",
        "yosys.area.top_type": "dfxtp_1",
        "yosys-stat-area_um2": 962,
        "top_cells_by_area": "dfxtp_1 (52%), xnor2_1 (15%), nand3_1 (4.2%)",
        "yosysMostFrequentCell": "dfxtp_1",
        "yosys-top-cells-count": "dfxtp_1 (25), xnor2_1 (16), nand3_1 (8), nand2_1 (6)",
        "ys_cells": 87,
        "ys.flops": 25,
        "syn_inst": 87,
        "synth_top_area_share_pct": 52.0,
        "edf_count": 0,
    },
    "sta": {
        "clock.fmax_ghz": 0.755,
        "finalSetupTns_ps": 0,
        "untimed_endpoints": 8,
        "unclocked_pins": 4,
        "clock_skew_ps": 0.594,
        "setup_viol": 0,
        "tightest_slew_ps": 273,
        "hold_viol_final": 0,
        "grt_setup_unrepaired": "false",
        "fin_crit_sh_pct": 44.1,
        "layout_min_cycle_time_ps": 1320,
        "final-max-slew-violation-count": 0,
        "slew_headroom_pct": 81.7,
    },
    "worst_hold_path": {
        "hold_start": "cd.temp_counter[19]",
        "hold_path_end": "cd.newclk",
        "hp-class": "flip-flop to flip-flop",
        "hold_depth": 0,
    },
    "clock_network": {
        "cts_buffers": 3,
        "insertion_delay_ps": 250,
        "tritoncts": "yes",
        "cts_resized": 0,
        "cts_root_buf": "clkbuf_8",
        "ctsHtreeMaxLevel": 1,
        "path_clk_slew_ps": 70,
        "cts_setup_buffers": 0,
        "cts_buffer_depth": 2,
        "hold_buffers": 0,
    },
    "flow_run": {
        "openroad.warnings": 25,
        "cap_violations": 0,
    },
    "worst_setup_path": {
        "r2r_cells": 4,
        "r2r_end": "cd.temp_counter[19]",
        "rrSetupSlack_ps": 1680,
        "reg2reg_from": "cd.temp_counter[2]",
        "crit_fanout": 6,
        "critPathKind": "flip-flop to flip-flop",
        "cp-start-kind": "flip-flop",
        "cp.required_ps": 3140,
        "end_kind": "flip-flop",
        "arrival_ps": 1470,
    },
    "global_route": {
        "grt_overflow_total": 0,
        "antenna_found_initial": 0,
        "grt_max_degree": 12,
        "first_global_vias": 513,
        "grt_usage_pct": 3.19,
        "grt_pass1_wl_mm": 2.24,
    },
    "detailed_routing": {
        "antenna_left": 0,
        "viasPerCell": 3.52,
        "drc": 0,
        "vias": 559,
        "routed_wl_mm": 1.30,
        "avgRoutedWirePerCell_um": 8.16,
        "firstDrtPassIters": 2,
        "drt-initial-drc-count": 24,
        "num_antenna_cells": 0,
    },
    "power_and_ir_drop": {
        "peakVddDrop_mv": 0.253,
        "finalPower_w": 0.000457,
        "powerDensity_nw_per_um2": 411,
        "cellLeakagePower_nw": 0.368,
    },
    "finish": {
        "n_fill_cell": 494,
        "drive_gt1_share_pct": 14.1,
        "area_delta_synth_final_pct": 15.5,
        "seq_area_um2": 500,
        "fin_util_pct": 23.5,
        "logic_area_um2": 420,
        "final_area_um2": 1110,
    },
    "place": {
        "portBuffers": 5,
        "dpl_cell_area_um2": 1070,
        "dp_hpwl_um": 993,
        "gp_congestion": 0.739,
    },
    "floorplanning": {
        "die_w_um": 90,
        "fp_util_pct": 20.4,
        "fp-row-count": 25,
        "die_height_um": 90,
        "io_pins": 6,
        "dieArea_um2": 8100,
        "core_area_um2": 4720,
    },
}
==> metrics by stage <==
stage / setup WS (ps) / hold slack [ps] / cells
after global placement: 1740 / 356 / 155
after detailed placement: 1690 / 357 / 155
final: 1680 / 366 / 159
after CTS: 1670 / 366 / 159
after floorplan: 1780 / 350 / 87
after global routing: 1590 / 378 / 159
==> flip-flops by register name, indices dropped and copies added (netlist names) <==
register	count
cd.temp_counter	20
dff1.q	1
dff4.q	1
dff2.q	1
cd.newclk	1
dff3.q	1
==> power breakdown <==
part           internal, W  switching, W
logic           0.00000133   0.000000925
clock network    0.0000943     0.0000816
registers         0.000279             0
total             0.000374     0.0000825
==> layer usage <==
layer | GRT usage, % | up-vias | wire length (um)
met4 | 0.265 | 0 | 9
met2 | 4.24 | 8 | 501
li1 | - | 297 | -
met1 | 4.74 | 252 | 720
met3 | 1.51 | 2 | 67
met5 | 0 | - | 0
==> worst max path at each step <==
stage,startpoint,to,slack [ps],depth (start not counted)
after CTS,cd.temp_counter[2],cd.temp_counter[19],1670,4
after global routing,cd.temp_counter[8],cd.temp_counter[19],1590,4
final,cd.temp_counter[2],cd.temp_counter[19],1680,4
==> cell type report <==
class,count,share of cell area [%]
sequential,25,45.0
multi-input combinational,55,37.8
tap,67,7.55
timing repair buffer,5,4.50
clock buffer,4,4.05
inverter,3,1.01
==> placed cells by master (no fill, tap or decap), drive strengths merged <==
cell type      netlist  routed
dfxtp               25      25
xnor2               16      16
nand3                9       9
nand2                6       6
clkdlybuf4s50        0       5
nor3                 5       5
xor2                 4       4
nor2                 4       4
nand4                4       4
clkbuf               0       4
inv                  3       3
and4                 3       3
ha                   2       2
and2                 1       1
nor2b                1       1
==> logic make-up after synthesis <==
group	after synthesis	synth area share, %
XOR/XNOR	20	18.2
buffers and inverters	7	4.29
flip-flops	25	52.0
adder cells (fa/ha/maj)	2	2.60
AND/OR/NAND/NOR	33	22.9
==> worst max-delay path, cell delays in order (launching register included) <==
cell     delay (ps)
dfxtp_1         410
and4_4          290
and4_4          260
nand4_2         110
xnor2_1         140
Power and IR drop assume default switching activity.
